`design/flow/run.sh`:
```
#!/bin/bash
# OpenROAD 26Q1-2900-gdf79404cd8, Yosys 0.63+post, stock flow scripts
make -C /OpenROAD-flow-scripts/flow DESIGN_CONFIG=/design/flow/config.mk WORK_HOME=/design/flow/orfs finish
```
`design/flow/config.mk`:
```
export PLATFORM = sky130hd
export DESIGN_NAME = swich
export DESIGN_NICKNAME = swich
export VERILOG_FILES = /design/flow/design.v
export SDC_FILE = /design/flow/constraint.sdc
export NUM_CORES = 4
export LEC_CHECK = 1
export CORE_AREA = 10 10 70 70
export DIE_AREA = 0 0 80 80
```
`design/flow/constraint.sdc`:
```
current_design swich

set clk_period 1.0
set clk_io_pct 0.2

create_clock -name clk0 -period $clk_period

set non_clock_inputs [all_inputs -no_clocks]
set_input_delay [expr $clk_period * $clk_io_pct] -clock clk0 $non_clock_inputs
set_output_delay [expr $clk_period * $clk_io_pct] -clock clk0 [all_outputs]
```
`design/flow/design.v`:
```
`timescale 1ns / 1ps
module swich(
input clock_in,
input w_clk,
input r_clk,
input [3:0] w_add,
input [3:0] r_add,
input swich_ctrl,
output reg[0:0] a_clk,
output reg[0:0] b_clk,
output reg[0:0]a_wea,
output reg[0:0]b_wea,
output reg[0:0]ena=1'b1,
output reg[3:0] a_add,
output reg[3:0] b_add
);
always@(r_clk)
begin
if(swich_ctrl)
begin
a_clk<=w_clk;
a_add<=w_add;
b_clk<=r_clk;
b_add<=r_add;
a_wea<=1'b1;
b_wea<=1'b0;
end
else
begin
a_clk<=r_clk;
a_add<=r_add;
b_clk<=w_clk;
b_add<=w_add;
a_wea<=1'b0;
b_wea<=1'b1;
end
end
endmodule
```
==> impl_metrics.csv <==
group,metric,value,unit
critical_path,worstSetupPathType,"primary input to output pin",
critical_path,crit_path_start,"swich_ctrl",
flow_run,warnings,35,
final_timing,period_needed,1.05,ns
synthesis,top_cell_area_share,75.0,%
final_timing,setup_violations,10,
flow_run,drv_cap,0,
outcome,violations,"negative setup slack",
synthesis,synth_warnings,1,
global_route,grt_pass1_wl,1090,um
synthesis,synth_area_leader_cell,"mux2_4",
global_route,grt_overflow,0,
global_route,grt_max_degree,6,
final_timing,rsz0062_at_grt,"true",
hold_path,hold_path_class,"primary input to output pin",
synthesis,syn_avg_cell_area,12.0,sq um
detailed_routing,diodes,0,
power_and_ir_drop,leakagePower,0.245,nW
critical_path,startpoint_type,"primary input",
placement,place_area,469,sq um
detailed_routing,ant_nets,0,
cells_and_area,clockBufferCount,0,
floorplanning,die_y,80,um
floorplanning,die_area,0.00640,sq mm
final_timing,finalClockPeriodUsage,105,%
placement,place_ws,-0.816,ns
synthesis,ys_chip_area,180,sq um
detailed_routing,remaining_drc_errors,0,
cells_and_area,fill_cells,399,
synthesis,syn_inst,15,
power_and_ir_drop,ir_worst_vdd,142,uV
critical_path,crit_fanout,5,
synthesis,ys_top_cells_by_count,"mux2_4, buf_4",
placement,dp_hpwl,622,um
cells_and_area,seq_cells,0,
detailed_routing,wl_per_cell,9.05,um
cells_and_area,seq_area,0,sq um
detailed_routing,routed_wl,760,um
global_route,grt_pass1_vias,221,
cells_and_area,syn_to_final_growth,174,%
synthesis,yosysUniqueCellTypes,6,
placement,port_buffers,23,
floorplanning,io_pins,25,
cells_and_area,stdcell_area,493,sq um
synthesis,syn_area,180,sq um
critical_path,crit_arrival,0.85,ns
final_timing,finalMaxSlewViolations,0,
final_timing,timing.fmax,953,MHz
final_timing,finalHoldViolCount,0,
cells_and_area,logic_area,154,sq um
detailed_routing,via_per_inst,2.38,
detailed_routing,firstDrtPassIters,1,
detailed_routing,dr_total_vias,200,
global_route,antenna_found_initial,0,
outcome,status,"complete, but fails checks",
critical_path,required,0.80,ns
critical_path,end_kind,"output pin",
clocking,ctsHoldBuffers,0,
final_timing,finalWorstSetupSlack,-0.0489,ns
floorplanning,rows,21,
floorplanning,die_x,80,um
detailed_routing,drt_iter0_drc,0,
synthesis,topCellsByArea,"mux2_4, buf_4, buf_6",
synthesis,synth_seq_share,0,%
hold_path,hp-start,"swich_ctrl",
placement,gp_congestion,0.771,
synthesis,post-synth-top-count-cell,"mux2_4",
power_and_ir_drop,p_per_area,388,mW/mm^2
floorplanning,core_area,0.00342,sq mm
global_route,grtUsageTotal,2.12,%
synthesis,ys_cells,15,
cells_and_area,drive_gt1_share,63.2,%
floorplanning,fp_util,5.27,%
## area by class of cell
class / instances / share of cell area (%)
inverters: 1 / 0.761
well taps: 46 / 11.7
repair buffers: 26 / 56.3
multi-input cells: 11 / 31.2
## metal layers
| metal | track usage [%] | wire length (um) | vias to the layer above |
|---|---|---|---|
| li1 | - | - | 96 |
| met1 | 2.70 | 366 | 81 |
| met2 | 2.57 | 211 | 23 |
| met3 | 2.16 | 182 | 0 |
| met4 | 0 | 0 | 0 |
| met5 | 0 | 0 | - |
## worst max-delay path, cell delays in order
cell,delay [ns]
buf_12,0.11
buf_12,0.13
mux2_4,0.30
buf_6,0.11
## power by group
part           internal [W]  switching [W]  total [W]  leakage, nW
Clock                     0              0          0            0
Combinational      0.000144      0.0000469   0.000191        0.245
Sequential                0              0          0            0
## cell families (layout without fill, tap and decap cells)
kind of cell,count (synthesis),after routing,synth area share [%]
mux,10,10,81.2
buf+inv,4,27,16.7
other cells,1,1,2.08
## cell usage in the layout (no fill, tap or decap)
master,Yosys,routed
buf_6,1,8
conb_1,1,1
buf_2,0,3
buf_12,0,2
inv_1,1,1
dlygate4sd2_1,0,12
buf_16,0,1
mux2_4,9,10
## through the flow
stage	hold WS (ns)	utilization, %	TNS (ns)	std cells	power, W
floorplan	0.466	-	0	15	0.0000628
global placement	1.45	13.7	-8.99	83	0.000189
detailed placement	1.46	13.7	-9.06	83	0.000190
CTS	0.819	13.0	-0.389	84	0.000164
global route	0.833	14.4	-0.515	84	0.000206
finish	0.809	14.4	-0.375	84	0.000191
## worst paths after layout
kind | to | cells past startpoint
setup / recovery | a_add[0] | 4
hold / removal | a_wea[0] | 3
## timing repair
item,4_1_cts,5_1_grt
endpoints found under the hold margin,0,0
cloned,1,0
buffers inserted,0,0
resized,52,8
endpoints found under the setup margin,12,10
Power is estimated from default activity; no workload was simulated.
