[run.sh]
#!/bin/bash
# OpenROAD 26Q1-2900-gdf79404cd8, Yosys 0.63+post, stock flow scripts
make -C /OpenROAD-flow-scripts/flow DESIGN_CONFIG=/design/flow/config.mk WORK_HOME=/design/flow/orfs finish
[config.mk]
export PLATFORM = sky130hd
export DESIGN_NAME = mux_2
export DESIGN_NICKNAME = mux_2
export VERILOG_FILES = /design/flow/design.v
export SDC_FILE = /design/flow/constraint.sdc
export NUM_CORES = 4
export LEC_CHECK = 1
export CORE_AREA = 10 10 70 70
export DIE_AREA = 0 0 80 80
[constraint.sdc]
current_design mux_2

set clk_period 1.0
set clk_io_pct 0.2

create_clock -name clk0 -period $clk_period

set non_clock_inputs [all_inputs -no_clocks]
set_input_delay [expr $clk_period * $clk_io_pct] -clock clk0 $non_clock_inputs
set_output_delay [expr $clk_period * $clk_io_pct] -clock clk0 [all_outputs]
[design.v]
`timescale 1ns/1ps
module mux_2(
  input en,
  input [15:0]in0,
  input [15:0]in1,
  input  sel,
  output reg[15:0] out);
  always@(sel or en or in0 or in1 )
  begin
    if(!en)out <=16'd0;
    else
      case(sel)
       0:out <= in0;
       1:out <= in1;
       default:out <=16'd0; 
      endcase
  end
endmodule
==> metrics.yaml <==
grt_pass1_vias: 533
drc: 0
crit_path_start_kind: "primary input"
fin_ws_ns: 0.0118
status: "completed"
fin_util_pct: 23.6
ant_nets: 0
cp.arrival_ns: 0.79
warning_count: 34
seq_area_um2: 0
p_sw_share_pct: 30.8
mostFrequentLayoutCell: "dlygate4sd2_1"
grt_max_degree: 9
grt_pass1_wl_um: 2790
chipArea_um2: 6400
vias: 455
period_used_pct: 98.8
required_ns: 0.80
io_pins: 50
slew_headroom_pct: 90.7
syn_area_um2: 295
worstPathMaxFanout: 8
tightest_slew_ns: 0.135
pwr-share-seq_pct: 0
portBuffers: 50
finalSetupViolCount: 0
ys_seq_share_pct: 0
drtIter0Drc: 1
fp.dieH_um: 80
simple_gate_share_pct: 33.9
comb_power_share_pct: 100.0
globalRouteOverflowTotal: 0
clkbuf_count: 0
synth_warnings: 1
ir_drop_v: 0.000111
path_class: "in2out"
p_sw_w: 0.0000825
ys_sh_aoi_pct: 0
combGateArea_um2: 264
logic_family: "multiplexers"
area_growth_pct: 172
drv_slew: 0
antennaDiodeCount: 0
flop-count: 0
leakagePower_nw: 0.430
vias_per_cell: 3.45
fin_crit_ns: 0.988
p_per_area_nw_per_um2: 333
core_um2: 3420
most-common-layout-cells: "dlygate4sd2_1, nor2b_1, buf_2"
finalWirelength_um: 1820
cts_hold_buf: 0
place_ws_ns: -0.788
ys_sh_mux_pct: 54.2
post_cts_buffers: 0
synth.cellmix.adderShare_pct: 0
intPower_w: 0.000186
drt_pre_antenna_iters: 2
place.gp.congestion: 0.761
yosys_area_um2: 295
maxCapViolations: 0
nFillCells: 396
avgSynthCellArea_um2: 8.44
antenna_found_initial: 0
routedWlPerCell_um: 13.8
grt_use_total_pct: 5.47
floorplan.core_util_pct: 8.64
yosys.cell_types.count: 5
hold_class: "in2out"
post_synth_inst_count: 35
xor_share_pct: 0
row_count: 21
clock_power_share_pct: 0
die_x_um: 80
max_freq_mhz: 1010
ys_cells: 35
worstSetupEndpointType: "primary output"
drive_above_1_share_pct: 26.7
rsz0062_at_grt: "yes"
hold_viol_final: 0
## cell families (layout without fill, tap and decap cells)
kind of cell | after synthesis | after routing
AND/OR/NAND/NOR | 16 | 16
buffers and inverters | 3 | 54
multiplexers | 16 | 16
## final timing paths
| kind | from | end | cells past startpoint |
|---|---|---|---|
| max | sel | out[8] | 5 |
| min | in0[3] | out[3] | 4 |
## area by class of cell
class / instances / area share (%)
multi-input cells: 32 / 32.8
well taps: 46 / 7.15
repair buffers: 54 / 60.0
## layer usage
metal,share of wire [%],track usage [%],routed length (um),vias to the layer above
met3,15,2.73,273,0
met2,36,7.87,659,41
li1,-,-,-,225
met4,0,0,0,0
met1,49,7.58,889,189
met5,0,0,0,-
## power groups by stage
stage / Sequential, W / Clock, W / Combinational (W)
4_1_cts: 0 / 0 / 0.000271
5_1_grt: 0 / 0 / 0.000299
6_report: 0 / 0 / 0.000268
## what timing repair did
item	in CTS	in global routing
cloned	2	0
resized	95	2
hold endpoints to repair	0	0
endpoints found under the setup margin	16	15
## cells in the mapped netlist
| cell type | number | area share [%] |
|---|---|---|
| buf_12 | 1 | 6.8 |
| buf_6 | 1 | 3.8 |
| clkbuf_1 | 1 | 1.3 |
| mux2i_1 | 16 | 54 |
| nor2b_1 | 16 | 34 |
## critical path, stage by stage
cell and delay [ns]:
buf_12 0.11, buf_16 0.14, mux2i_2 0.14, nor2b_1 0.10
buf_2 0.10
## per-stage QoR
step	power, W	hold WS (ns)	cell area (um^2)	setup TNS, ns	std cells
final	0.000268	0.834	805	0	132
after CTS	0.000271	0.836	796	-0.00645	132
after floorplan	0.0000867	0.463	295	0	35
after global placement	0.000320	1.37	858	-12.11	130
after detailed placement	0.000320	1.37	858	-12.18	130
after global routing	0.000299	0.875	805	-0.388	132
Power is estimated from default activity; no workload was simulated.
