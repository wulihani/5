==> ./design.v <==
`timescale 1ns / 1ps
module clock(
inout clock_in,
output reg[0:0] clock_out
);
reg[31:0] timer_cnt;
always@(posedge clock_in) 
begin
if(timer_cnt>=32'd4_999_99) 
begin
    clock_out<=~clock_out; 
    timer_cnt<=32'd0; 
end
else
begin
   clock_out<=clock_out; 
   timer_cnt<=timer_cnt+32'd1;  
end
end
endmodule
==> ./run.sh <==
#!/bin/bash
# OpenROAD 26Q1-2900-gdf79404cd8, Yosys 0.63+post, stock flow scripts
make -C /OpenROAD-flow-scripts/flow DESIGN_CONFIG=/design/flow/config.mk WORK_HOME=/design/flow/orfs finish
==> ./config.mk <==
export PLATFORM = sky130hd
export DESIGN_NAME = clock
export DESIGN_NICKNAME = clock
export VERILOG_FILES = /design/flow/design.v
export SDC_FILE = /design/flow/constraint.sdc
export NUM_CORES = 4
export LEC_CHECK = 1
export CORE_AREA = 10 10 89 89
export DIE_AREA = 0 0 99 99
==> ./constraint.sdc <==
current_design clock

set clk_period 5.0
set clk_io_pct 0.2

create_clock -name clk0 -period $clk_period [get_ports {clock_in}]

set non_clock_inputs [all_inputs -no_clocks]
set_input_delay [expr $clk_period * $clk_io_pct] -clock clk0 $non_clock_inputs
set_output_delay [expr $clk_period * $clk_io_pct] -clock clk0 [all_outputs]
==> flow_summary.yaml <==
# implementation run metrics
power_and_ir_drop:
  p_comb_share_pct: 0.4
  pwr-share-clk_pct: 42.1
  p_switching_uw: 91.9
  power.internal_uw: 379
  p_leak_uw: 0.000505
  pwr-share-seq_pct: 57.6
  power_per_cell_area_nw_per_um2: 313
  vdd_ir_drop_max_v: 0.000196
  p_sw_share_pct: 19.5
placed_design:
  dp.cells: 210
  gp_congestion: 0.787
  dp_hpwl_mm: 1.39
  dpl-instance-area_um2: 1410
  portBuffers: 1
setup_path:
  crit_slowest_cell: "a21oi_1"
  setup.worst_path.end_class: "flip-flop"
  worstPathArrival_ps: 2260
  crit_chain: "ha_1, and4_1, o211ai_1, a21oi_1, buf_4, or2_2"
  critPathKind: "reg -> reg"
  max_stage_delay_ps: 510
  crit_path_start_kind: "flip-flop"
  cp_max_fo: 12
  cp.required_ps: 5000
die:
  dieWidth_um: 99
  core_region_area_um2: 5990
  chipArea_um2: 9800
  fp_util_pct: 21.2
  dieHeight_um: 99
  rows: 28
  pin_count: 2
synthesis:
  flop_cell: "dfxtp_1"
  top_area_share_pct: 50.3
  avgSynthCellArea_um2: 10.2
  simple_gate_share_pct: 27.3
  ys_async_sr_fraction_pct: 0
  yosysCellCount: 125
  largest_area_cell: "dfxtp_1"
  ys_sh_aoi_pct: 7.18
  ys_ff: 33
  area_leaders: "dfxtp_1 (50%), nor3_1 (6.7%), xnor2_1 (5.5%)"
  ys_sh_xor_pct: 8.95
  yosys-top-cells-count: "dfxtp_1 (32), nor3_1 (17), nand2_1 (8), xnor2_1 (8), nand4_1 (6)"
  synthDistinctLibCells: 38
  logic_family: "simple AND/OR/NAND/NOR gates"
  yosysChipArea_um2: 1270
  synth-edff-count: 1
  most_common_cell: "dfxtp_1"
  netlist_area_um2: 1270
  synthCells: 125
  synth.area.mux_share_pct: 0
  adder_share_pct: 0.983
  ys_seq_share_pct: 52.7
  ys_warn_count: 1
clock_tree:
  clock-sinks: 33
  cts_tree: "built"
  ctsResizeCount: 0
  ctsLongestPathBuffers: 2
  insertion_delay_ps: 280
  numCtsBuffers: 5
  holdBufCountCts: 0
  root_buffer: "clkbuf_8"
  cts_setup_buffers: 0
  clk_pin_slew_worst_paths_ps: 70
  cts_max_level: 2
final_timing:
  finalClockPeriodUsage_pct: 45.1
  rsz0062_at_grt: "no"
  unconstrained_endpoints: 1
  fmax_mhz: 443
  finalMaxSlewViolations: 0
  max_slew.worst_pin.slew_ps: 588
  setup_violations: 0
  tns_ps: 0
  skew_ps: 8.80
  min_period_ps: 2260
  hold_viol: 0
  maxSlewHeadroom_pct: 60.8
global_routing:
  overflow: 0
  grt_pass1_vias: 910
  grt_start_max_net_pins: 21
  grt_pass1_wl_mm: 4.07
  grt_usage_pct: 4.76
  antenna_found_initial: 0
job:
  drv_cap: 0
  tool_warnings: 26
drt:
  ant_nets: 0
  wire_per_inst_um: 9.62
  met1Wirelength_mm: 1.04
  dr.max_layer_used: "met4"
  dr.pass1.iters: 2
  wl_met3_um: 86
  wirelength_mm: 2.09
  vias: 889
  drt_iter0_markers: 49
  wl_met2_um: 926
  vias_per_cell: 4.10
  antenna_cells: 0
  drc_errors: 0
cells_and_area:
  stdcell_area_um2: 1500
  area_growth_pct: 18.0
  drive_gt1_share_pct: 12.7
  finalNonFillerCells: 217
status:
  status: "completed"
min_path:
  hp-class: "reg -> reg"
cell families after synthesis:
kind of cell | after synthesis
other cells | 1
flops | 33
simple gates | 58
xor+xnor | 13
buf+inv | 7
fa+ha+maj | 1
compound gates | 12
cells in the final DEF (no fill, tap or decap), drive strengths merged, types with 5 or more instances in the layout:
cell    count
xor2        5
xnor2       8
conb       13
nor3       17
clkbuf      6
nand3       6
dfxtp      32
nor4        5
nand4       7
nand2       9
path summary, 6_finish.rpt:
path | end | slack (ps) | cells after the start | start
setup / recovery | clock_out$_DFFE_PP_ | 2740 | 6 | timer_cnt[0]$_SDFF_PP0_
hold / removal | timer_cnt[0]$_SDFF_PP0_ | 500 | 1 | timer_cnt[0]$_SDFF_PP0_
setup reg to reg | clock_out$_DFFE_PP_ | 2740 | 6 | timer_cnt[0]$_SDFF_PP0_
hold reg to reg | timer_cnt[0]$_SDFF_PP0_ | 500 | 1 | timer_cnt[0]$_SDFF_PP0_
routing by layer:
layer  vias up  GRT usage [%]
met1       401           6.12
met4         0          0.992
li1        477              -
met3         4           1.62
met2         7           7.57
met5         -              0
flip-flops by register name, indices dropped and copies added, names as in the netlist:
| name | cells |
|---|---|
| timer_cnt | 32 |
| clock_out | 1 |
critical path, delay by kind of cell (launching register included):
kind,cells,cell delay [ps]
compound gates,2,650
fa+ha+maj,1,240
buf+inv,1,300
flops,1,380
simple gates,2,410
power by group through the flow:
| stage | combinational, uW | sequential, uW | clock (uW) |
|---|---|---|---|
| finish | 1.66 | 271 | 198 |
| global route | 2.47 | 271 | 220 |
| CTS | 1.74 | 271 | 205 |
final cells by class:
cell class                      count  area, um^2
Fill cell                         625        4490
Sequential cell                    33         671
Tap cell                           75        93.8
Timing Repair Buffer                3        25.0
Multi-Input combinational cell     97         614
Clock inverter                      1        7.51
Inverter                            2        7.51
Clock buffer                        6        82.6
per-stage QoR:
stage / hold slack (ps) / utilization [%] / worst slack [ps] / total power, uW
floorplan: 456 / - / 3050 / 278
global placement: 467 / 23.6 / 2810 / 279
detailed placement: 479 / 23.6 / 2760 / 279
CTS: 491 / 25.1 / 2730 / 478
global route: 521 / 25.1 / 2500 / 494
finish: 496 / 25.1 / 2740 / 471
No activity file was given, so power comes from the tool's default toggle rates.
